### /design/flow/config.mk
export PLATFORM = sky130hd
export DESIGN_NAME = cpu
export DESIGN_NICKNAME = cpu
export VERILOG_FILES = /design/flow/design.v
export SDC_FILE = /design/flow/constraint.sdc
export NUM_CORES = 4
export LEC_CHECK = 1
export CORE_AREA = 10 10 70 70
export DIE_AREA = 0 0 80 80
### /design/flow/constraint.sdc
current_design cpu

set clk_period 1.6
set clk_io_pct 0.2

create_clock -name clk0 -period $clk_period [get_ports {CLK}]

set non_clock_inputs [all_inputs -no_clocks]
set_input_delay [expr $clk_period * $clk_io_pct] -clock clk0 $non_clock_inputs
set_output_delay [expr $clk_period * $clk_io_pct] -clock clk0 [all_outputs]
### /design/flow/design.v
`timescale 1ns/100ps
`timescale 1ns/100ps
module control_unit(INSTRUCTION, ALUOP, WRITEENABLE, SUBMUXSEL, IMMUXSEL, JUMP, BEQ, READ, WRITE, WRITESEL);
    input [31:0]INSTRUCTION;           
    output reg [2:0]ALUOP;                
    output reg WRITEENABLE, SUBMUXSEL, IMMUXSEL, JUMP, BEQ, READ, WRITE, WRITESEL;
    always @ (*) 
    begin
         #1; 
         READ=1'b0; WRITE=1'b0; 
         case(INSTRUCTION[31:24])
              8'b00000000:
	      begin 
		   ALUOP = 3'b000;
		   WRITEENABLE = 1; 
		   SUBMUXSEL = 0; 
	           IMMUXSEL = 1; 
                   JUMP = 0;
                   BEQ = 0;
                   READ = 0;
                   WRITE = 0;
                   WRITESEL = 0; 
	      end                
              8'b00000001: 
	      begin
		   ALUOP = 3'b000;
		   WRITEENABLE = 1; 
		   SUBMUXSEL = 0;
	           IMMUXSEL = 0;
                   JUMP = 0;
                   BEQ = 0;
                   READ = 0;
                   WRITE = 0;
                   WRITESEL = 0;
	      end
              8'b00000010: 
	      begin
		   ALUOP = 3'b001;
		   WRITEENABLE = 1; 
		   SUBMUXSEL = 0;
	           IMMUXSEL = 0;
                   JUMP = 0;
                   BEQ = 0;
                   READ = 0;
                   WRITE = 0;
                   WRITESEL = 0;
	      end
              8'b00000011: 
              begin
		   ALUOP = 3'b001;
		   WRITEENABLE = 1; 
		   SUBMUXSEL = 1; 
	           IMMUXSEL = 0;
                   JUMP = 0;
                   BEQ = 0;
                   READ = 0;
                   WRITE = 0;
                   WRITESEL = 0;
	      end
	      8'b00000100: 
              begin
		   ALUOP = 3'b010;
		   WRITEENABLE = 1; 
		   SUBMUXSEL = 0;
	           IMMUXSEL = 0;
                   JUMP = 0;
                   BEQ = 0;
                   READ = 0;
                   WRITE = 0;
                   WRITESEL = 0;
	      end
              8'b00000101: 
              begin
		   ALUOP = 3'b011;
		   WRITEENABLE = 1; 
		   SUBMUXSEL = 0;
	           IMMUXSEL = 0;
                   JUMP = 0;
                   BEQ = 0;
                   READ = 0;
                   WRITE = 0;
                   WRITESEL = 0;
	      end
              8'b00000110:  
              begin
		   ALUOP = 3'bX; 
		   WRITEENABLE = 0; 
		   SUBMUXSEL = 0;
	           IMMUXSEL = 0;
                   JUMP = 1;
                   BEQ = 0;
                   READ = 0;
                   WRITE = 0;
                   WRITESEL = 0;
	      end
              8'b00000111:  
              begin
		   ALUOP = 3'b001;
		   WRITEENABLE = 0; 
		   SUBMUXSEL = 1; 
	           IMMUXSEL = 0;
                   JUMP = 0;
                   BEQ = 1;
                   READ = 0;
                   WRITE = 0;
                   WRITESEL = 0;
	      end
              8'b00001000:  
              begin
		   ALUOP = 3'b000;
		   WRITEENABLE = 1;
		   SUBMUXSEL = 0; 
	           IMMUXSEL = 0;
                   JUMP = 0;
                   BEQ = 0;
                   READ = 1;
                   WRITE = 0;
                   WRITESEL = 1;
	      end
              8'b00001001:  
              begin
		   ALUOP = 3'b000;
		   WRITEENABLE = 1; 
		   SUBMUXSEL = 0; 
	           IMMUXSEL = 1;
                   JUMP = 0;
                   BEQ = 0;
                   READ = 1;
                   WRITE = 0;
                   WRITESEL = 1;
	      end
              8'b00001010:  
              begin
		   ALUOP = 3'b000;
		   WRITEENABLE = 0; 
		   SUBMUXSEL = 0; 
	           IMMUXSEL = 0;
                   JUMP = 0;
                   BEQ = 0;
                   READ = 0;
                   WRITE = 1;
                   WRITESEL = 0;
	      end
              8'b00001011:  
              begin
		   ALUOP = 3'b000;
		   WRITEENABLE = 0;
		   SUBMUXSEL = 0; 
	           IMMUXSEL = 1;
                   JUMP = 0;
                   BEQ = 0;
                   READ = 0;
                   WRITE = 1;
                   WRITESEL = 0;
	      end
              default   : 
	      begin
	           ALUOP = 3'bX; 
		   WRITEENABLE = 0;
		   SUBMUXSEL = 0;
	           IMMUXSEL = 0;
                   JUMP = 0;
                   BEQ = 0;	
                   READ = 0;
                   WRITE = 0; 
	      end 
        endcase  
    end
endmodule
`timescale 1ns/100ps
module reg_file (IN, OUT1, OUT2, INADDRESS, OUT1ADDRESS, OUT2ADDRESS, WRITE, CLK, RESET); 
        output [7:0]OUT1;           
        output [7:0]OUT2;
	input [7:0]IN;
	input [2:0]INADDRESS;         
	input [2:0]OUT1ADDRESS; 
	input [2:0]OUT2ADDRESS;
	input WRITE;
        input CLK;
        input RESET;  
	reg [7:0] REGISTERS[0:7];
	integer i; 
        always @ (*)  
	begin
	       if(RESET == 1) 
	       begin
		   #1;   
		   for (i=0; i<8; i=i+1) 
		   begin
		       REGISTERS[i]=8'b0; 
		   end
	       end
        end	       
	always @ (posedge CLK)  
	begin
		#1;  
	       if (WRITE == 1 && RESET == 0)   
               begin
                   REGISTERS[INADDRESS] <= IN;  
               end
        end				              
        assign #2 OUT1 = REGISTERS[OUT1ADDRESS]; 
        assign #2 OUT2 = REGISTERS[OUT2ADDRESS]; 	
endmodule
`timescale 1ns/100ps
module twoscomplement (REGOUT2,TWOSCOMP);
  input  [7:0]REGOUT2;
  output [7:0]TWOSCOMP; 
  reg [7:0]TWOSCOMP; 
  always @(*)
  begin
       #1; 
       TWOSCOMP = (~REGOUT2 + 'b1); 
  end
endmodule
`timescale 1ns/100ps
module mux_subtract(SUBMUXSEL, REGOUT2, TWOSCOMP, NONIMMEDIATE);
     input SUBMUXSEL;                   
     input [7:0]REGOUT2, TWOSCOMP;
     output [7:0]NONIMMEDIATE;          
     reg [7:0]NONIMMEDIATE;             
     always @ (*)
     begin
         if(SUBMUXSEL == 1)
         begin
		NONIMMEDIATE = TWOSCOMP; 
         end
         else if(SUBMUXSEL == 0)
         begin
		NONIMMEDIATE = REGOUT2; 
         end
     end
endmodule
`timescale 1ns/100ps
module mux_immediate(IMMUXSEL, IMMEDIATE, NONIMMEDIATE, OPERAND1);
     input IMMUXSEL;                     
     input [7:0]IMMEDIATE, NONIMMEDIATE; 
     output [7:0]OPERAND1;               
     reg [7:0]OPERAND1;
     always @ (*)
     begin
         if(IMMUXSEL == 1)
         begin
		OPERAND1 = IMMEDIATE; 
         end
         else if(IMMUXSEL == 0)
         begin
		OPERAND1 = NONIMMEDIATE; 
         end
     end
endmodule
`timescale 1ns/100ps
module alu(DATA1, DATA2, RESULT, ZERO, SELECT); 
	input [0:7]DATA1;            
        input [0:7]DATA2;            
        input [0:2]SELECT;           
	output [0:7]RESULT;          
        output ZERO;
        reg [0:7]RESULT; 
        assign ZERO = ~(|RESULT); 
	always @ (DATA1, DATA2, SELECT) 
	begin 
                case(SELECT)
                        3'b000    :
			begin 
				#1;                           
				RESULT = DATA2;              
			end
                        3'b001    : 
			begin
				#2;                            
				RESULT = DATA1 + DATA2;      
			end
                        3'b010    : 
			begin
				#1;                           
				RESULT = DATA1 & DATA2;      
			end
			3'b011    : 
			begin
				#1;                            
				RESULT = DATA1 | DATA2;      
			end
                        default   : 
			begin
				RESULT = 8'bX ;              
			end 
                endcase  
       end	
endmodule
`timescale 1ns/100ps
module MUXPC (STORE, PCIN, SEL, PCOUT);
    input SEL;               
    input [31:0] STORE, PCIN;
    output reg [31:0] PCOUT; 
    always @ (*) 
     begin
        if(SEL == 1) 
     	   PCOUT = PCIN; 
        else
           PCOUT = STORE; 
     end
endmodule
`timescale 1ns/100ps
module pc_selection (JUMP, BEQ, ZERO, SEL);
    input JUMP, BEQ, ZERO; 
    output  SEL;           
    assign SEL = JUMP | BEQ & ZERO; 
endmodule
`timescale 1ns/100ps
module SignExtendAndShift(UNEXTENDED,EXTNDED_SHIFT);
    input [7:0] UNEXTENDED;
    output reg[31:0] EXTNDED_SHIFT;
    always @(*) 
    begin
         EXTNDED_SHIFT = { {24{UNEXTENDED[7]}}, UNEXTENDED }; 
         EXTNDED_SHIFT = {EXTNDED_SHIFT[29:0],2'b00 };        
    end
endmodule
`timescale 1ns/100ps
module adder(STORE,EXTNDED_SHIFT, PCIN);
    input [31:0] STORE, EXTNDED_SHIFT; 
    output [31:0] PCIN;                
    assign #2 PCIN = STORE + EXTNDED_SHIFT; 
endmodule
`timescale 1ns/100ps
module MUXREG (RESULT, READDATA, WRITESEL, IN);
    input WRITESEL;               
    input [7:0] RESULT, READDATA;
    output reg [7:0] IN; 
    always @ (*)
     begin
        if(WRITESEL == 1)
     	   IN = READDATA; 
        else
           IN = RESULT; 
     end
endmodule
module cpu(CLK, RESET, INSTRUCTION, PC, READ, WRITE, RESULT, REGOUT1, READDATA, BUSYWAIT);
     input CLK, RESET, BUSYWAIT;            
     input [7:0] READDATA;
     input [31:0]INSTRUCTION;
     output READ, WRITE;
     output [7:0] RESULT, REGOUT1;
     output [31:0]PC;          
     reg TEMP; 
     reg [31:0]PC, STORE;
     reg [7:0]OPCODE, DESTINATION, SOURCE1, SOURCE2;
     reg [2:0]WRITEREG, READREG1, READREG2;
     wire WRITEENABLE, SUBMUXSEL, IMMUXSEL, SEL, JUMP, BEQ, ZERO, READ, WRITE, WRITESEL; 
     wire [2:0]ALUOP;
     wire [7:0]RESULT, REGOUT1, REGOUT2, NONIMMEDIATE, OPERAND1, TWOSCOMP, IN;
     wire [31:0]EXTNDED_SHIFT, PCIN, PCOUT;
     control_unit control(INSTRUCTION, ALUOP, WRITEENABLE, SUBMUXSEL, IMMUXSEL, JUMP, BEQ, READ, WRITE, WRITESEL); 
     reg_file regfile(IN, REGOUT1, REGOUT2, WRITEREG, READREG1, READREG2, TEMP, CLK, RESET);
     alu alupart(REGOUT1, OPERAND1, RESULT, ZERO, ALUOP);
     mux_immediate muximmediate(IMMUXSEL, SOURCE2, NONIMMEDIATE, OPERAND1);
     mux_subtract muxsubtract(SUBMUXSEL, REGOUT2, TWOSCOMP, NONIMMEDIATE);
     twoscomplement mytwoscomplement(REGOUT2,TWOSCOMP);
     SignExtendAndShift myseas(DESTINATION, EXTNDED_SHIFT);
     adder myadder(STORE,EXTNDED_SHIFT, PCIN);
     MUXPC myMUXPC(STORE, PCIN, SEL, PCOUT);
     pc_selection mypc_selection(JUMP, BEQ, ZERO, SEL);
     MUXREG mymuxreg(RESULT, READDATA, WRITESEL, IN);
     always @ (posedge CLK) 
     begin
        #1;
     	if(RESET == 0 && BUSYWAIT == 0) 
     	begin
            PC = PCOUT;
     	end 
     end
     always @ (*)
     begin
     	TEMP = WRITEENABLE && !(BUSYWAIT); 
     end
     always @ (*) 
     begin
        if(RESET == 1)
     	begin
            #1;	 
            PC = -4;
     	end 
     end
     always @ (*) 
     begin
     	#1; 
        STORE = PC+4; 
     end
     always @ (*)
     begin
        {OPCODE, DESTINATION, SOURCE1, SOURCE2} = INSTRUCTION; 
        WRITEREG = DESTINATION; 
        READREG1 = SOURCE1; 
        READREG2 = SOURCE2; 
     end
endmodule
### /design/flow/run.sh
#!/bin/bash
# OpenROAD 26Q1-2900-gdf79404cd8, Yosys 0.63+post, stock flow scripts
make -C /OpenROAD-flow-scripts/flow DESIGN_CONFIG=/design/flow/config.mk WORK_HOME=/design/flow/orfs finish
==> Slide: Implementation Results <==
Physical Implementation Snapshot

Run status
  • Outcome: complete, but fails checks
  • Failing checks: setup timing

Synth
  • Average footprint of a synthesized cell: 7.87 um^2
  • Mapped Area: 543 um^2
  • Area leader share: 58.1%
  • Cell count listed in synth_stat.txt: 69
  • Synth Seq Share: 0%
  • Syn Inst Count: 69
  • Synth area leader: buf_4
  • Synth warn: 203
  • Top-count cell post-synth: buf_4
  • Largest cells by area: buf_4, a2111oi_2, inv_1, a2111oi_4, buf_6
  • Top cells by count: buf_4, inv_1, a2111oi_2, conb_1, nand2_1
  • Yosys cell types: 12
  • Yosys stat area: 543 um^2

Final timing
  • Period utilisation layout: 111%
  • Post-route setup slack: -0.169 ns
  • Max Freq: 565 MHz
  • Min Clock Period, post-route: 1.77 ns
  • Final setup fails: 9
  • Final hold vios: 0
  • Final Max Slew Viols: 0
  • RSZ-0062 raised after global routing: yes

Drt
  • Vias per cell: 2.95
  • Final ANT Viol Nets: 0
  • Final wirelength: 1.78 mm
  • Post-route DRC violation count: 0
  • Iteration-0 DRC Markers: 6
  • Drt pass-1 iters: 3
  • Antenna diode count: 0
  • DR WL/cell: 11.9 um
  • Via count: 440

Setup path
  • Bufs and invs on worst path: 3
  • WP data arrival: 1.45 ns
  • Cell depth of the worst setup path: 5
  • Crit-path cells: buf_6 -> or3_4 -> buf_6 -> a2111oi_4 -> buf_2
  • CP most frequent cell: buf_6
  • Crit path largest cell delay: 0.47 ns
  • CP endpoint: RESULT[7]
  • Critical Path RT: 1.28 ns
  • Worst path top cell family by delay: simple AND/OR/NAND/NOR gates
  • Crit path from: INSTRUCTION[25]
  • Startpoint types: input port
  • Nature of the critical path endpoint: output port
  • Crit path kind: input port to output port
  • Slowest library cell on the worst path: or3_4
  • Crit Path Max Fanout: 8

Die
  • Num rows: 21
  • Die H: 80 um
  • Core Region: 0.00342 mm^2
  • Die Area: 0.00640 mm^2
  • Floorplan Utilization: 15.9%
  • Die X: 80 um
  • I/O pins: 93

Global route
  • First-pass GRT wire length: 2.68 mm
  • Total Routing Usage GR: 5.08%
  • Vias in the first global route: 537
  • Grt ovf: 0
  • Initial antenna violation count: 0
  • Largest net degree at the start of global routing: 9

Clocking
  • CTS Hold Buffers Added: 0

Cells and area
  • Syn-to-layout area delta: 60.6%
  • Share of cells above drive strength 1: 40.8%
  • Register area: 0 um^2
  • Clkbuf count: 0
  • Flop count: 0

Min path
  • Hold WC Path Type: input port to output port

Power and ir drop
  • Peak VDD IR: 67.0 uV
  • Pwr dens: 150 mW/mm^2
  • Design Power: 0.000131 W
  • Static leakage: 0.401 nW

Placement
  • Gpl congestion: 0.708
  • # port buffers: 26
  • Post-DP HPWL: 1.34 mm
  • DP Worst Slack: -0.823 ns

Flow run
  • Count of tool warnings: 56
  • Max Cap Violations: 0
==> layer usage <==
layer  track usage (%)  vias to the layer above  routed length, um
li1                  -                      212                  -
met1              6.92                      196                809
met2              8.83                       32                883
met3             0.568                        0                 86
met4                 0                        0                  0
met5                 0                        -                  0
==> worst min path at each step <==
stage | from | to | slack [ns] | depth (start not counted)
global route | INSTRUCTION[25] | READ | 1.08 | 5
CTS | INSTRUCTION[25] | READ | 0.96 | 4
finish | INSTRUCTION[25] | READ | 1.06 | 5
==> area by class of cell <==
type	count	area, um^2
Fill cell	365	2540
Inverter	9	33.8
Multi-Input combinational cell	56	449
Tap cell	46	57.6
Timing Repair Buffer	38	332
==> layout by cell type, fill, tap and decap left out, drive strengths merged <==
cell           instances
a2111oi                8
buf                   28
clkdlybuf4s15          1
clkdlybuf4s50          8
conb                  40
dlygate4sd2            1
inv                    9
nand2                  2
nor3                   1
nor4                   1
or2                    2
or3                    2
==> tightest hold or removal path, delay by kind of cell <==
| family | cells | cell delay (ns) |
|---|---|---|
| buffers and inverters | 4 | 0.38 |
| AND/OR/NAND/NOR | 1 | 0.04 |
==> report_power, final <==
group / internal [W] / leakage (nW) / switching, W
Combinational: 0.0000673 / 0.401 / 0.0000637
Clock: 0 / 0 / 0
Sequential: 0 / 0 / 0
==> repair_timing <==
item	in CTS	in global routing
buffers inserted	6	1
pin swaps	12	4
gates resized	80	4
gates cloned	2	0
setup endpoints to repair	10	10
==> through the flow <==
step / hold slack [ns] / setup TNS (ns) / instances / instance area, um^2 / util, %
2_1_floorplan: 0.655 / 0 / 107 / 686 / -
3_3_place_gp: 1.54 / -7.98 / 140 / 707 / 20.7
3_5_place_dp: 1.54 / -7.91 / 140 / 707 / 20.7
4_1_cts: 0.960 / -1.20 / 148 / 838 / 24.5
5_1_grt: 1.08 / -1.65 / 149 / 872 / 25.5
6_report: 1.06 / -1.16 / 149 / 872 / 25.5
==> logic make-up after synthesis <==
| family | Yosys count | synth area share, % |
|---|---|---|
| AOI/OAI and AO/OA | 8 | 24.4 |
| and+or+nand+nor | 7 | 7.84 |
| buffers and inverters | 52 | 66.4 |
| other | 2 | 1.38 |
No activity file was given, so power comes from the tool's default toggle rates.
